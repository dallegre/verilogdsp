==> design/flow/design.v <==
`timescale 1ns / 1ps
module codec_init(clk,reset,scl,sda,led);
	input  clk,reset;
	wire   clk,reset;
	output led;
	inout  scl,sda;
	wire   scl,sda;
	wire   ackOK,txdone;
	reg    led;
	reg    [7:0]data;
	reg    [7:0]addr;
	reg	 [15:0]senddata;
	reg	 trigger, initDone;
	reg    [17:0]counter;		 
	reg    [6:0]counter2;
	reg    [7:0]rw;
	i2c_master codec_i2c(
		.trig(trigger),			 
		.clk(clk),					 
		.d0(senddata[0]),
		.d1(senddata[1]),
		.d2(senddata[2]),
		.d3(senddata[3]),
		.d4(senddata[4]),
		.d5(senddata[5]),
		.d6(senddata[6]),
		.d7(senddata[7]),
		.d8(senddata[8]),
		.d9(senddata[9]),
		.d10(senddata[10]),
		.d11(senddata[11]),
		.d12(senddata[12]),
		.d13(senddata[13]),
		.d14(senddata[14]),
		.d15(senddata[15]),
		.scl(scl),
		.sda(sda),
		.ackOK(ackOK),
		.txdone(txdone));
	initial begin
		rw = 		  8'd0;
		data =     8'd0;
		addr =     16'd0;
		senddata = 8'd0;
		trigger =  1'd0;
		led =      1'd0;
		counter =  18'd0;
		counter2 = 7'd0;
	end
	always@(posedge clk)begin
		if(reset == 1'd1)begin
				counter =  18'd0;
				data =     8'd0;
				counter2 = 7'd0;
				trigger =  1'd1;
		end
		else begin
			counter = counter + 18'd1;
			if(counter == 50000)begin
				counter = 0;
				if(counter2 < 120)begin					 
					counter2 = counter2 + 7'd1;
				end
			end
			case(counter2)
				4: begin
					trigger = 1'd1;				 
					addr = 8'h0c;			 
					data = 8'h00;			 
					senddata = addr << 8 | data;
			   end
				5: begin
					trigger = 1'd0;
				end
				7: begin
					trigger = 1'd1;
					addr = 8'h0e;			 
					data = 8'h03;			 
					senddata = addr << 8 | data;
			   end
				8: begin
					trigger = 1'd0;
				end
				14: begin
					trigger = 1'd1;
					addr = 8'h00;			 
					data = 8'h17;			 
					senddata = addr << 8 | data;
			   end
				15: begin
					trigger = 1'd0;
				end
				17: begin
					trigger = 1'd1;
					addr = 8'h02;			 
					data = 8'h17;			 
					senddata = addr << 8 | data;
			   end
				18: begin
					trigger = 1'd0;
				end
				24: begin
					trigger = 1'd1;
					addr = 8'h04;			 
					data = 8'h70;			 
					senddata = addr << 8 | data;
			   end
				25: begin
					trigger = 1'd0;
				end
				27: begin
					trigger = 1'd1;
					addr = 8'h06;			 
					data = 8'h70;			 
					senddata = addr << 8 | data;
			   end
				28: begin
					trigger = 1'd0;
				end
				34: begin
					trigger = 1'd1;
					addr = 8'h0a;			 
					data = 8'h00;			 
					senddata = addr << 8 | data;
			   end
				35: begin
					trigger = 1'd0;
				end
				37: begin
					trigger = 1'd1;
					addr = 8'h08;			 
					data = (0 << 6)|(0 << 5)|(1 << 4)|(0 << 3)|(0 << 2)|(1 << 1)|(0 << 0);    
					senddata = addr << 8 | data;
			   end
				38: begin
					trigger = 1'd0;
				end
				44: begin
					trigger = 1'd1;
					addr = 8'h10;			 
					data = 8'h00;			 
					senddata = addr << 8 | data;
			   end
				45: begin
					trigger = 1'd0;
				end
			endcase
		end
		led = ackOK;
	end
endmodule
`timescale 1ns / 1ps
module i2c_master(trig,clk,d0,d1,d2,d3,d4,d5,d6,d7,
	d8,d9,d10,d11,d12,d13,d14,d15,scl,sda,ackOK,txdone);
	input  trig,clk,d0,d1,d2,d3,d4,d5,d6,d7,d8,d9,d10,d11,d12,d13,d14,d15;
	wire   trig,clk,d0,d1,d2,d3,d4,d5,d6,d7,d8,d9,d10,d11,d12,d13,d14,d15;
	inout  scl,sda;
	output ackOK,txdone;
	reg    ackOK,txdone;
	reg    sclr,sdar,tsBarScl,tsBarSda,TxStarted,trigPrev,trigPrev2,FiftyKHzQuaPrev,OneHundoKHzClkPrev;
	assign scl = tsBarScl ? sclr : 1'bZ;			 
	assign sda = tsBarSda ? sdar : 1'bZ;			 
	reg [10:0]clkDiv;
	reg [15:0]data;
	reg FiftyKHzClk, FiftyKHzQua, OneHundoKHzClk;
	reg [5:0]SmCounter;
	initial begin
		ackOK =     1'd0;
		trigPrev =  1'd0;
		txdone =    1'd1;
		tsBarScl =  1'd1;
		tsBarSda =  1'd1;
		TxStarted = 1'd0;
		clkDiv =    11'd1;
		OneHundoKHzClk = 1'd0;
		FiftyKHzClk = 1'd0;
		FiftyKHzQua = 1'd0;
		sclr =      1'd1;						 
		sdar =      1'd1;
		SmCounter = 6'd0;
	end
	always@(posedge clk)begin
		clkDiv = clkDiv + 11'd1;
		if(clkDiv == 11'd500)begin
			OneHundoKHzClkPrev = OneHundoKHzClk;
			OneHundoKHzClk = ~OneHundoKHzClk;  
			if(OneHundoKHzClk == 1'd1)begin
				FiftyKHzClk = ~FiftyKHzClk;
			end
			if(OneHundoKHzClk == 1'd0)begin
				FiftyKHzQuaPrev = FiftyKHzQua;
				FiftyKHzQua = ~FiftyKHzQua;
				if(FiftyKHzQua == 0 & FiftyKHzQuaPrev == 1)begin			 
					trigPrev2 = trigPrev;
					trigPrev = trig;
					if(TxStarted == 1'd0 && trig == 1'd1 & trigPrev2 == 1'd0)begin
						SmCounter = 6'd0;					 
						TxStarted = 1'd1;					 
						data = d0 + d1*16'd2 + d2*16'd4 + d3*16'd8 + d4*16'd16 + d5*16'd32 + d6*16'd64 + d7*16'd128 +
							d8*16'd256 + d9*16'd512 + d10*16'd1024 + d11*16'd2048 + d12*16'd4096 + d13*16'd8192 + 
							d14*16'd16384 + d15*16'd32768;
					end
					if(TxStarted == 1'd1)begin
						SmCounter = SmCounter + 6'd1;	 
						if(SmCounter == 6'd31)begin
							SmCounter = 4'd0;				 
							TxStarted = 1'd0;				 
							sdar =      1'd1;
						end
						case(SmCounter)
							1: begin
								sdar =   1'd0;
								txdone = 1'd0;
							end
							2:
								sdar = 0;
							3:
								sdar = 0;
							4:
								sdar = 1;
							5:
								sdar = 1;
							6:
								sdar = 0;
							7:
								sdar = 1;
							8:
								sdar = 0;
							9:
								sdar = 0;
							10: begin
								tsBarSda = 1'd0;
								ackOK = ~sda;	 
							end
							11: begin
								sdar = data[15];
								tsBarSda = 1'd1;
							end
							12:
								sdar = data[14];
							13:
								sdar = data[13];
							14:
								sdar = data[12];
							15:
								sdar = data[11];
							16:
								sdar = data[10];
							17:
								sdar = data[9];
							18:
								sdar = data[8];
							19: begin
								tsBarSda = 1'd0;
								ackOK = ~sda;	 
							end
							20: begin
								tsBarSda = 1'd1;
								sdar = data[7];
							end
							21:
								sdar = data[6];
							22:
								sdar = data[5];
							23:
								sdar = data[4];
							24:
								sdar = data[3];
							25:
								sdar = data[2];
							26:
								sdar = data[1];
							27:
								sdar = data[0];
							28: begin
								tsBarSda =  1'd0;
								ackOK = ~sda;	 
							end
							29: begin
								sdar =      1'd0;
								tsBarSda =  1'd1;		 
							end
							30: begin
								sdar =      1'd1;
								TxStarted = 1'd0;
								txdone =    1'd1;
							end
							default: begin
								sdar =      1'd1;
								TxStarted = 1'd0;
								tsBarSda =  1'd1;		 
								txdone =    1'd1;
							end
						endcase
					end				
				end
			end 
			if(OneHundoKHzClk == 1 & OneHundoKHzClkPrev == 0)begin
				if(TxStarted == 1'd1 && SmCounter >= 1 && SmCounter < 29)begin	 
					sclr = FiftyKHzClk;
				end else begin
					sclr = 1'd1;
				end
			end
			clkDiv = 11'd0;
		end
	end
endmodule
==> design/flow/run.sh <==
#!/bin/bash
# OpenROAD 26Q1-2900-gdf79404cd8, Yosys 0.63+post, stock flow scripts
make -C /OpenROAD-flow-scripts/flow DESIGN_CONFIG=/design/flow/config.mk WORK_HOME=/design/flow/orfs finish
==> design/flow/config.mk <==
export PLATFORM = sky130hd
export DESIGN_NAME = codec_init
export DESIGN_NICKNAME = codec_init
export VERILOG_FILES = /design/flow/design.v
export SDC_FILE = /design/flow/constraint.sdc
export NUM_CORES = 4
export LEC_CHECK = 1
export CORE_UTILIZATION = 40
==> design/flow/constraint.sdc <==
current_design codec_init

set clk_period 5.2
set clk_io_pct 0.2

create_clock -name clk0 -period $clk_period [get_ports {clk}]

set non_clock_inputs [all_inputs -no_clocks]
set_input_delay [expr $clk_period * $clk_io_pct] -clock clk0 $non_clock_inputs
set_output_delay [expr $clk_period * $clk_io_pct] -clock clk0 [all_outputs]
==> impl_metrics.yaml <==
# yosys + openroad results
logic_synthesis:
  synth-main-ff-cell: "edfxtp_1"
  ys_cells: 530
  postSynthAreaPerCell_sq_um: 8.97
  synth.distinct_cells: 80
  yosys.stat.seqShare_pct: 40.6
  synth_top_area_share_pct: 24.6
  top_cells_by_area: "edfxtp_1, dfxtp_1, nand2_1"
  async_flop_share_pct: 0
  netlist_area_sq_um: 4760
  synth_area_leader_cell: "edfxtp_1"
  yosys-stat-area_sq_um: 4760
  ys_ff: 77
  netlist_instances: 530
  edf_count: 39
  yosysWarnings: 4
floorplanning:
  num_io_pins: 5
  die_w_microns: 111
  rows: 39
  fp_util_pct: 41.3
  die_y_microns: 111
status:
  status: "aborted with a tool error"
  error: "[error] [KeplerFormal.cpp:679] Workflow failed: Iso has multiple drivers: .sda0, sda$_DFFE_PP_.Q0"
  haltStage: "clock tree synthesis (4_1_cts)"
clock_tree:
  cts_buffers: 9
  clockRootBuffer: "clkbuf_16"
  postCtsSetupRepairBufs: 0
  clkSinkCount: 77
  clockBufferDepth: 2
  cts_resized: 0
  ctsHoldBuffers: 0
  htreeDepth: 3
placement:
  place_congestion: 0.901
  io_buffers: 2
  post-dp-hpwl_microns: 6720
  place_area_sq_um: 4800
==> logic make-up after synthesis <==
| kind of cell | share of synthesized area, % |
|---|---|
| buf+inv | 5.58 |
| mux | 1.76 |
| flops | 40.6 |
| xor+xnor | 7.00 |
| compound gates | 15.2 |
| simple gates | 28.0 |
| fa+ha+maj | 1.84 |
==> per-stage QoR <==
stage / power [mW] / setup WS, ns / std cells / hold slack [ns]
after global placement: 0.661 / 0.976 / 655 / 0.340
after detailed placement: 0.661 / 0.963 / 655 / 0.344
after floorplan: 0.659 / 1.15 / 530 / 0.323
==> Yosys cell counts, types with 3 or more instances <==
cell,number
o211ai_1,6
xnor2_1,16
o31ai_1,9
and4_4,4
ha_1,7
mux2i_1,5
a32oi_1,4
a22oi_1,3
xor2_1,22
nor2_1,65
a21oi_1,14
a221oi_1,3
nand4_1,12
nor2b_1,6
mux2_2,3
nor4_1,4
and3_2,3
o22ai_1,5
clkbuf_8,7
nor3b_1,3
inv_1,17
nor4b_1,3
a31oi_1,3
a311oi_1,3
nor3_1,10
and2_1,11
dfxtp_1,38
nand2_1,75
clkbuf_1,14
nand3_1,28
and3_1,8
buf_6,4
nand2b_1,5
edfxtp_1,39
o21ai_0,11
No activity file was given, so power comes from the tool's default toggle rates.
